--- config.mk ---
export PLATFORM = sky130hd
export DESIGN_NAME = top
export DESIGN_NICKNAME = top
export VERILOG_FILES = /design/flow/design.v
export SDC_FILE = /design/flow/constraint.sdc
export NUM_CORES = 4
export LEC_CHECK = 1
export CORE_UTILIZATION = 40
--- constraint.sdc ---
current_design top

set clk_period 3.9
set clk_io_pct 0.2

create_clock -name clk0 -period $clk_period [get_ports {clk}]

set non_clock_inputs [all_inputs -no_clocks]
set_input_delay [expr $clk_period * $clk_io_pct] -clock clk0 $non_clock_inputs
set_output_delay [expr $clk_period * $clk_io_pct] -clock clk0 [all_outputs]
--- design.v ---
 module spi_master(
input clk, newd,rst,
input [11:0] din, 
output reg sclk,cs,mosi
    );
  typedef enum bit [1:0] {idle = 2'b00, enable = 2'b01, send = 2'b10, comp = 2'b11 } state_type;
  state_type state = idle;
  int countc = 0;
  int count = 0;
 always@(posedge clk)
  begin
    if(rst == 1'b1) begin
      countc <= 0;
      sclk <= 1'b0;
    end
    else begin 
      if(countc < 10 )
          countc <= countc + 1;
      else
          begin
          countc <= 0;
          sclk <= ~sclk;
          end
    end
  end
    reg [11:0] temp;
  always@(posedge sclk)
  begin
    if(rst == 1'b1) begin
      cs <= 1'b1; 
      mosi <= 1'b0;
    end
    else begin
     case(state)
         idle:
             begin
               if(newd == 1'b1) begin
                 state <= send;
                 temp <= din; 
                 cs <= 1'b0;
               end
               else begin
                 state <= idle;
                 temp <= 8'h00;
               end
             end
       send : begin
         if(count <= 11) begin
           mosi <= temp[count];  
           count <= count + 1;
         end
         else
             begin
               count <= 0;
               state <= idle;
               cs <= 1'b1;
               mosi <= 1'b0;
             end
       end
      default : state <= idle; 
   endcase
  end 
 end
endmodule
module spi_slave (
input sclk, cs, mosi,
output [11:0] dout,
output reg done
);
typedef enum bit {detect_start = 1'b0, read_data = 1'b1} state_type;
state_type state = detect_start;
reg [11:0] temp = 12'h000;
int count = 0;
always@(posedge sclk)
begin
case(state)
detect_start: 
begin
done   <= 1'b0;
if(cs == 1'b0)
 state <= read_data;
 else
 state <= detect_start;
end
read_data : begin
if(count <= 11)
 begin
 count <= count + 1;
 temp  <= { mosi, temp[11:1]};
 end
 else
 begin
 count <= 0;
 done <= 1'b1;
 state <= detect_start;
 end
end
endcase
end
assign dout = temp;
endmodule
module top (
input clk, rst, newd,
input [11:0] din,
output [11:0] dout,
output done
);
wire sclk, cs, mosi;
spi_master m1 (clk, newd, rst, din, sclk, cs, mosi);
spi_slave s1  (sclk, cs, mosi, dout, done);
endmodule
--- run.sh ---
#!/bin/bash
# OpenROAD 26Q1-2900-gdf79404cd8, Yosys 0.63+post, stock flow scripts
make -C /OpenROAD-flow-scripts/flow DESIGN_CONFIG=/design/flow/config.mk WORK_HOME=/design/flow/orfs finish
==> out/qor.rpt <==
STATUS
------------------------------------------------------------------------------
Status                                                            finished clean

CRITICAL PATH
------------------------------------------------------------------------------
Type of element capturing the critical path                          flip-flop
Critical Path Fanout Max                                                     9
Nature of the critical path startpoint                               flip-flop
Data required time at the worst endpoint                               4.05 ns
CP Class                                                            reg -> reg
Critical path data arrival time                                        2.04 ns

YOSYS
------------------------------------------------------------------------------
Post-synthesis async set-or-reset flop share                                0%
Total number of yosys warnings                                               2
Flop and latch count out of synthesis                                      126
Synth top area cells                                              sky130_fd_sc_hd__edfxtp_1, sky130_fd_sc_hd__dfxtp_1, sky130_fd_sc_hd__xor2_1, sky130_fd_sc_hd__nor2_1, sky130_fd_sc_hd__xnor2_1
Cell type with the largest total area                             sky130_fd_sc_hd__edfxtp_1
Number of cells in Yosys stat                                              583
Proportion of netlist area held by the largest area contributor          43.1%
Sequential cell area fraction in the yosys report                        54.6%
Most common flop cell mapped by yosys                             sky130_fd_sc_hd__edfxtp_1
List of most frequent post-synthesis cells                        sky130_fd_sc_hd__nor2_1, sky130_fd_sc_hd__edfxtp_1, sky130_fd_sc_hd__xor2_1
Post-synthesis cell count                                                  583
Yosys synthesis chip area                                             6260 um2
Mapped Avg Cell Area                                                  10.7 um2
Area of the mapped netlist                                            6260 um2
Post-synth EDFFs                                                            90
Most common cell in the synthesized netlist                       sky130_fd_sc_hd__nor2_1
Yosys cell types                                                            47

GLOBAL ROUTE
------------------------------------------------------------------------------
Number of global-route vias before repair                                 4039
Wire length of the first global-routing pass                           19.2 mm
Sum of overflow across all layers after global routing                       0
Antenna violations before repair                                             0
All-Layer GR Usage                                                       15.1%
Largest net degree at the start of global routing                           94

POWER AND IR DROP
------------------------------------------------------------------------------
Seq pwr share                                                            44.5%
Pleak                                                                  2.24 nW
Combinational share of power                                              5.1%
Sw Pwr                                                              0.000154 W
IR drop worst, VDD                                                    0.312 mV
Pint                                                                0.000641 W
Power Dens Cells                                                    115 nW/um2
Power share of the clock group                                           50.4%
Net switching share of the total power                                   19.4%

MIN PATH
------------------------------------------------------------------------------
Path type of the worst min-delay path                               reg -> reg

PLACE
------------------------------------------------------------------------------
IO buf count                                                                27
Routability cong.                                                        0.872
Post-placement cell count                                                  808
Placed wire-length estimate                                            7.61 mm
Dpl cell area                                                         6760 um2

CLOCK NETWORK
------------------------------------------------------------------------------
Worst-case clock buffer depth                                                2
CTS HTree Levels                                                             2
TritonCTS buffer count                                                       5
TritonCTS clock tree                                                     built
# hold bufs at CTS                                                           0
Total of cells resized after clock tree synthesis                            0
Setup bufs post-CTS                                                          0
Root buffer selected by CTS                                       sky130_fd_sc_hd__clkbuf_16
Clk Latency, worst-skew pair                                           0.27 ns
Reg clk slew, reported paths                                           0.05 ns

ROUTE
------------------------------------------------------------------------------
Routed WL                                                              11.0 mm
Vias per inst                                                             5.19
Wire per inst                                                          13.4 um
Total via count after detailed routing                                    4237
Number of nets with antenna violations after detailed routing                0
Length of the first detailed-routing pass in iterations                      6
DRC marker count from the first detailed-route iteration                   326
Antenna diode count                                                          0
Residual DRC count                                                           0

TIMING
------------------------------------------------------------------------------
Max-slew headroom                                                        46.6%
Number of setup violations in the final report                               0
Clock tree skew after final layout                                  0.00524 ns
Hold Violations, Final                                                       0
Post-layout period usage of the worst path                               48.4%
Final max-slew violation count                                               0
Shortest period the worst path allows                                  1.89 ns
Endpoints left unconstrained                                               196
Final hold slack                                                      0.452 ns
RSZ-0062 raised after global routing                                     false
F_max                                                                  530 MHz
Register pins left without a clock                                          93
Transition time of the tightest slew-check pin                        0.801 ns
Sum Neg Setup Slack                                                       0 ns

FLOW RUN
------------------------------------------------------------------------------
Number of warnings the tools reported                                       25
Max cap viols                                                                0

LAYOUT
------------------------------------------------------------------------------
Final Util                                                               45.4%
Final Non-Filler Cells                                                     816
Proportion of layout cells with a drive suffix above 1                   6.78%
Post-layout instance area                                             6920 um2
Relative area change from synthesis to final layout                      10.5%

DIE
------------------------------------------------------------------------------
Floorplan Core Area                                                  15300 um2
Count of standard-cell rows                                                 45
Io pins                                                                     28
Die x size                                                              127 um
Die height                                                              127 um
Overall die area                                                     16200 um2
Fp util                                                                  41.1%

[flip-flops by register name, indices dropped and copies added (netlist names)]
name / flops
m1.cs: 1
m1.temp: 12
s1.state: 1
m1.state: 1
m1.mosi: 1
s1.done: 1
m1.countc: 32
s1.temp: 12
m1.sclk: 1
s1.count: 32
m1.count: 32
[kinds of logic (layout without fill, tap and decap cells)]
kind of cell               after synthesis  in the layout  synth area share [%]
AOI/OAI and AO/OA                       30             30                  2.84
muxes                                    4              4                  1.24
DFF                                    126            126                  54.6
and+or+nand+nor                        303            303                  26.9
adders and majority gates                3              3                 0.599
xor gates and xnor gates                80             80                  11.2
buffers and inverters                   37             59                  2.62
[metrics by stage]
step	power (W)	worst slack [ns]
after floorplan	0.000380	2.14
after global placement	0.000400	1.89
after detailed placement	0.000402	1.85
after CTS	0.000803	2.00
after global routing	0.000829	1.79
final	0.000795	2.01
[layer usage]
layer | share of wire [%] | routed length (um) | track usage, % | up-vias
met5 | 0 | 0 | 0 | -
met4 | 0.36 | 39 | 0.840 | 0
met2 | 44 | 4780 | 22.3 | 83
met3 | 3.8 | 417 | 1.79 | 4
met1 | 52 | 5730 | 26.6 | 2015
li1 | - | - | - | 2135
[cell type report]
type	count	area (um2)
fill	1378	8340
sequential	126	3420
multi-input combinational	420	2690
timing repair buffer	35	330
tap	211	264
clock buffer	7	153
inverter	16	60.1
clock inverter	1	5.00
[placed cells by master (no fill, tap or decap), drive strengths merged, types with 2 or more instances in the layout]
cell type and instances:
inv 16, nor4 30, a31oi 2, and4 9
or4 5, clkdlybuf4s50 27, xnor2 34, buf 8
nor4b 2, o31ai 4, and3 11, a21oi 11
nor2 105, edfxtp 90, clkbuf 7, mux4 3
and2 15, dfxtp 36, nand2 29, nor3 12
nand2b 2, or3 6, nand4 34, ha 3
nand3 37, nor2b 4, xor2 46, o21ai 8
[final timing paths]
check               start       endpoint  slack, ns  cells past startpoint
min reg2reg  m1.countc[0]   m1.countc[0]       0.45                      1
max          m1.countc[3]  m1.countc[31]       2.01                      5
max reg2reg  m1.countc[3]  m1.countc[31]       2.01                      5
min          m1.countc[0]   m1.countc[0]       0.45                      1
[power groups by stage]
stage	combinational, W	sequential, W	clock, W
global route	0.0000455	0.000354	0.000429
finish	0.0000406	0.000354	0.000400
CTS	0.0000414	0.000354	0.000408
[worst max-delay path, cell delays in order (launching register included)]
cell and delay [ns]:
sky130_fd_sc_hd__dfxtp_1 0.42, sky130_fd_sc_hd__nand4_1 0.32, sky130_fd_sc_hd__nor4_4 0.62, sky130_fd_sc_hd__nand4_1 0.19, sky130_fd_sc_hd__xor2_1 0.16, sky130_fd_sc_hd__nor2_1 0.05
No activity file was given, so power comes from the tool's default toggle rates.
